**./constraint.sdc**
```tcl
current_design alu

set clk_period 4.5
set clk_io_pct 0.2

create_clock -name clk0 -period $clk_period [get_ports {CLK}]

set non_clock_inputs [all_inputs -no_clocks]
set_input_delay [expr $clk_period * $clk_io_pct] -clock clk0 $non_clock_inputs
set_output_delay [expr $clk_period * $clk_io_pct] -clock clk0 [all_outputs]
```
**./design.v**
```verilog
module alu #(parameter DW = 8, CW = 4)(INP_VALID,OPA,OPB,CIN,CLK,RST,CMD,CE,MODE,COUT,OFLOW,RES,G,E,L,ERR);
  input [DW-1:0] OPA,OPB;
  input CLK,RST,CE,MODE,CIN;
  input [CW-1:0] CMD;
  input [1:0] INP_VALID;
  output reg [DW+1:0] RES = 9'bz;
  output reg COUT = 1'bz;
  output reg OFLOW = 1'bz;
  output reg G = 1'bz;
  output reg E = 1'bz;
  output reg L = 1'bz;
  output reg ERR = 1'bz;
  reg [DW-1:0] OPA_1, OPB_1;
  reg [DW-1:0] oprd1, oprd2;
  reg [3:0] CMD_tmp;
  reg [DW-1:0] AU_out_tmp1,AU_out_tmp2 ;
  reg [4:0] wait_counter;
  reg oprd1_valid, oprd2_valid;
  always @ (posedge CLK) begin
      if(RST) begin
        oprd1<=0;
        oprd2<=0;
        CMD_tmp<=0;
        wait_counter<=0;
        oprd1_valid<=0;
        oprd2_valid<=0;
      end
      else if (INP_VALID==2'b01)  begin
        oprd1<=OPA;
        CMD_tmp<=CMD;
        oprd1_valid<=1;
        wait_counter<=0;
        if(oprd2_valid && wait_counter >= 16) begin
          ERR <= 1'b1;
        end
      end
      else if (INP_VALID==2'b10)  begin
        oprd2<=OPB;
        CMD_tmp<=CMD;
        oprd2_valid<=1;
        wait_counter<=0;
        if(oprd1_valid && wait_counter >= 16) begin
          ERR <= 1'b1;
        end
      end
      else if (INP_VALID==2'b11)  begin
        oprd1<=OPA;
        oprd2<=OPB;
        CMD_tmp<=CMD;
        oprd1_valid<=1;
        oprd2_valid<=1;
        wait_counter<=0;
      end
      else begin
        if((oprd1_valid && !oprd2_valid) || (!oprd1_valid && oprd2_valid)) begin
          if(wait_counter < 16) begin
            wait_counter <= wait_counter + 1;
          end else begin
            wait_counter <= 16;
          end
        end
      end
    end
    always@(posedge CLK)
      begin
       if(CE)
        begin
         if(RST)
          begin
            RES=9'bzzzzzzzzz;
            COUT=1'bz;
            OFLOW=1'bz;
            G=1'bz;
            E=1'bz;
            L=1'bz;
            ERR=1'bz;
            AU_out_tmp1=0;
            AU_out_tmp2=0;
          end
         else if(MODE && oprd1_valid && oprd2_valid)
         begin
           RES=9'bzzzzzzzzz;
           COUT=1'bz;
           OFLOW=1'bz;
           G=1'bz;
           E=1'bz;
           L=1'bz;
           ERR=1'bz;
          case(CMD_tmp)
    4'b0000:                   begin
              RES=oprd1+oprd2;
              COUT=RES[8]?1:0;
            end
      4'b0001 :                begin
             OFLOW=(oprd1<oprd2)?1:0;
             RES=oprd1-oprd2;
            end
           4'h2:
            begin
             RES=oprd1+oprd2+CIN;
             COUT=RES[8]?1:0;
            end
           4'b0011:
           begin
            OFLOW=(oprd1<oprd2)?1:0;
            RES=oprd1-oprd2-CIN;
           end
           4'b0100:RES=oprd1;
           4'b0101:RES=oprd1-1;
           4'b0110:RES=oprd2-1;
           4'b0111:RES=oprd2+1;
           4'b1000:
           begin
            RES=9'bzzzzzzzzz;
            if(oprd1==oprd2)
             begin
               E=1'b1;
               G=1'bz;
               L=1'bz;
             end
            else if(oprd1>oprd2)
             begin
               E=1'bz;
               G=1'b1;
               L=1'bz;
             end
            else
             begin
               E=1'bz;
               G=1'bz;
               L=1'b1;
             end
           end
       4'b1001: begin
                    AU_out_tmp1 <= oprd1 + 1;
                    AU_out_tmp2 <= oprd2 + 1;
                    RES <=AU_out_tmp1 * AU_out_tmp2;
                  end
           4'b1010: begin
                    AU_out_tmp1 <= oprd1 << 1;
                    AU_out_tmp2 <= oprd2;
                    RES <=AU_out_tmp1 - AU_out_tmp2;
                  end
           default:
            begin
            RES=9'bzzzzzzzzz;
            COUT=1'bz;
            OFLOW=1'bz;
            G=1'bz;
            E=1'bz;
            L=1'bz;
            ERR=1'bz;
           end
          endcase
         end
        else if(!MODE && oprd1_valid && oprd2_valid)
        begin
           RES=9'bzzzzzzzzz;
           COUT=1'bz;
           OFLOW=1'bz;
           G=1'bz;
           E=1'bz;
           L=1'bz;
           ERR=1'bz;
           case(CMD_tmp)
             4'b0000:RES={1'b0,oprd1&oprd2};
             4'b0001:RES={1'b0,~(oprd1&oprd2)};
             4'b0010:RES={1'b0,oprd1&&oprd2};
             4'b0011:RES={1'b0,~(oprd1|oprd2)};
             4'b0100:RES={1'b0,oprd1^oprd2};
             4'b0101:RES={1'b0,~(oprd1^oprd2)};
             4'b0110:RES={1'b0,~oprd1};
             4'b0111:RES={1'b0,~oprd2};
             4'b1000:RES={1'b0,oprd1};
             4'b1001:RES={1'b0,oprd1<<1};
             4'b1010:RES={1'b0,oprd2<<1};
             4'b1011:RES={1'b0,oprd2<<1};
             4'b1100:
             begin
               if(oprd2[0])
                 OPA_1 = {oprd1[6:0], oprd1[7]};
               else
                 OPA_1 = oprd1;
               if(oprd2[1])
                 OPB_1 =  {OPA_1[5:0], OPA_1[7:6]};
               else
                 OPB_1= OPA_1;
               if(oprd2[2])
                 RES =  {OPB_1[3:0], OPB_1[7:4]} ;
               else
                 RES = OPB_1;
               if(oprd2[4] | oprd2[5] | oprd2[6] | oprd2[7])
                 ERR=1'b1;
             end
             4'b1101:
             begin
               if(oprd2[0])
                 OPA_1 = {oprd1[0], oprd1[7:1]};
               else
                 OPA_1 = oprd1;
               if(oprd2[1])
                 OPB_1 =  {OPA_1[1:0], OPA_1[7:2]};
               else
                 OPB_1= OPA_1;
               if(oprd2[2])
                 RES =  {OPB_1[3:0], OPB_1[7:4]} ;
               else
                 RES = OPB_1;
               if(oprd2[4] | oprd2[5] | oprd2[6] | oprd2[7])
                 ERR=1'b0;
             end
             default:
               begin
               RES=9'bzzzzzzzzz;
               COUT=1'bz;
               OFLOW=1'bz;
               G=1'bz;
               E=1'bz;
               L=1'bz;
               ERR=1'bz;
               end
          endcase
     end
    end
   end
endmodule
```
**./run.sh**
```bash
#!/bin/bash
# OpenROAD 26Q1-2900-gdf79404cd8, Yosys 0.63+post, stock flow scripts
make -C /OpenROAD-flow-scripts/flow DESIGN_CONFIG=/design/flow/config.mk WORK_HOME=/design/flow/orfs finish
```
**./config.mk**
```make
export PLATFORM = sky130hd
export DESIGN_NAME = alu
export DESIGN_NICKNAME = alu
export VERILOG_FILES = /design/flow/design.v
export SDC_FILE = /design/flow/constraint.sdc
export NUM_CORES = 4
export LEC_CHECK = 1
export CORE_UTILIZATION = 40
```
==> run summary <==
Physical implementation.

- The hold violation total from the final report is 0.
- The maximum frequency from static timing analysis is 231 MHz.
- The cell taking the most area after synthesis is sky130_fd_sc_hd__edfxtp_1.
- Of all flip-flops after synthesis, the portion carrying an async set or reset was 0%.
- Pin placement for this block handled 43 I/O pins.
- The initial antenna violation count was 2.
- After the first detailed-routing iteration, the DRC count stood at 880.
- The detailed-route wire length is 25000 um.
- The synthesized design contains 28 enable-type register cells.
- In the synthesized netlist, the cells that appear most often are sky130_fd_sc_hd__nor2_1 (103), sky130_fd_sc_hd__inv_1 (77), sky130_fd_sc_hd__nand2_1 (70).
- Across the whole layout, storage elements account for 1280 um2.
- The global routing report lists combined usage of all routing layers as 26.9%.
- The overall die area is 19300 um2.
- The clock tree from TritonCTS is built.
- Yosys attributes the largest share of cell area to sky130_fd_sc_hd__edfxtp_1 (11%), sky130_fd_sc_hd__ha_1 (11%), sky130_fd_sc_hd__fa_1 (6.9%), sky130_fd_sc_hd__dfxtp_1 (5.9%), sky130_fd_sc_hd__xnor2_1 (5.2%).
- The final clock period utilization by the worst path is 96.2%.
- TritonCTS created 5 clock buffers.
- sky130_fd_sc_hd__nor2_1 is the most common cell in the netlist.
- The number of warnings reported in the yosys synthesis log is 52.
- The total iterations of the first detailed-routing run is 21.
- STA classifies the critical path endpoint as a flop.
- CTS built an H-tree with a depth of 2.
- The area growth from synthesis to final layout is 13.1%.
- 0 antenna diodes ended up in the layout.
- Summing the sequential cell areas from Yosys gives 17.0% of the chip area.
- The proportion of layout cells with a drive suffix above 1 is 12.9%.
- The placement report lists the number of port buffers as 38.
- From left edge to right edge, the die measures 139 um.
- The required time at the endpoint of the critical path is 4.53 ns.
- The type of the tightest min-delay check is reg -> reg.
- The setup path with the least slack is of type reg -> reg.
- Hold is met by 0.464 ns.
- The final HPWL from detailed placement is 18900 um.
- According to the floorplan log, the row count is 49.
- CTS reports a maximum clock tree buffer depth of 2.
- After Yosys synthesis, XOR and XNOR cells account for 8.09% of the synthesized area.
- The number of filler cells placed in the layout is 1786.
- The area fraction in full adders, half adders and majority gates is 17.9%.
- The post-route antenna net violation count is 0.
- The pin count of the biggest net entering global routing is 41.
- The cell count of the worst hold path is 2.
- The y dimension of the die is 139 um.
- Counting every sink on the clock net gives 50.
- The via count of the first global-routing pass is 6545.
- The clock network latency to the later pin of the worst-skew pair is 0.31 ns.
- Per the detail_route report, vias per standard cell equal 5.91.
- The maximum fanout along the worst path is 3.
- The transition time recorded at the tightest slew-check pin is 0.909 ns.
- Once the floorplan was initialized, standard cells occupied 41.3% of the core.
- The global-route wire length before repair is 38700 um.
- The time the worst path needs with I/O delays and setup is 4.33 ns.
- The synthesized netlist devotes 20.9% of its cell area to compound gates.
- The worst setup path is launched from a flop.
- Counting distinct cell types in the post-synthesis netlist gives 89.
- The final worst clock skew is 0.00955 ns.
- The final tally of max-slew violations is 0.
- The routability-driven placement congestion ratio is 0.973.
- The OpenROAD warning count is 50.
- On the worst setup and hold paths after CTS, the clock-pin slew comes to 0.08 ns.
- The highest supply drop recorded on VDD is 0.146 mV.
- The data arrival time of the critical path is 4.36 ns.
- Per the detail_route report, DRC violations left total 0.
- The post-detailed-route wirelength per cell is 20.7 um.
- The yosys synthesis chip area is 7510 um2.
- The count of final setup violators is 0.
- The floorplan core area is 18200 um2.
- In this run the static leakage power is 3.36 nW.
- The total number of vias is 7130.
- Yosys reports that the leading cell type by area covers 11.2% of the netlist area.
- The cell sitting at the root of the clock tree is a sky130_fd_sc_hd__clkbuf_16.
- The length in cells of the worst reg-to-reg path is 17.
- The synthesized netlist handed to floorplanning was reported with a cell count of 946.
- The cell-mix breakdown from Yosys lists the simple-gate area share as 21.3%.
- The portion of synthesized area spent on multiplexers is 5.98%.
- Measured against its own limit, the worst slew margin works out to 38.9%.
- The total power consumption of the routed design is 2.01 mW.
- Per the synth stats, the flop cell with the highest instance count is sky130_fd_sc_hd__edfxtp_1.
- Yosys shows that the main logic family after synthesis is simple AND/OR/NAND/NOR gates.
- The power per standard cell area is 236 nW/um2.
- Summing all multi-input logic gate instances after layout gives 5730 um2.
- Yosys stat counts 946 cells in the synthesized netlist.
- Once synthesis finished, the tally of register bits stood at 50.
- Per the run summary, max-cap violations total 0.
- The run finished with clean final reports.
- For reference, the post-synthesis area per instance comes to 7.94 um2.
- The total overflow left after global routing is 0.
- In this run the cell area of the synthesized design comes to 7510 um2.
## sequential cells by signal, indices dropped and copies added, names as in the netlist
register     cells
COUT             1
AU_out_tmp2      8
oprd1_valid      1
oprd2            8
RES             10
AU_out_tmp1      8
oprd2_valid      1
CMD_tmp          4
oprd1            8
OFLOW            1
## kinds of logic (layout without fill, tap and decap cells)
logic type      Yosys count  count (layout)
simple gates            321             321
compound gates          236             236
buf+inv                 144             172
fa+ha+maj                92              92
xor+xnor                 66              66
flops                    50              50
mux                      36              36
other cells               1               4
## final cells by class
cell class | count | area share [%]
multi-input combinational | 755 | 67.4
sequential | 50 | 15.1
timing repair buffer | 84 | 8.82
inverter | 80 | 3.53
tap | 229 | 3.37
clock buffer | 5 | 1.47
clock inverter | 3 | 0.338
## critical path, cell delays in order, from the launching register on
cell                       delay, ns
sky130_fd_sc_hd__edfxtp_1       0.42
sky130_fd_sc_hd__buf_6          0.14
sky130_fd_sc_hd__and2_4         0.15
sky130_fd_sc_hd__fa_1           0.55
sky130_fd_sc_hd__inv_2          0.05
sky130_fd_sc_hd__fa_1           0.51
sky130_fd_sc_hd__inv_2          0.04
sky130_fd_sc_hd__fa_1           0.47
sky130_fd_sc_hd__inv_1          0.05
sky130_fd_sc_hd__fa_1           0.49
sky130_fd_sc_hd__inv_2          0.05
sky130_fd_sc_hd__ha_4           0.22
sky130_fd_sc_hd__a21boi_4       0.14
sky130_fd_sc_hd__or3_4          0.36
sky130_fd_sc_hd__nand3_2        0.08
sky130_fd_sc_hd__o311ai_2       0.10
sky130_fd_sc_hd__a21oi_1        0.14
sky130_fd_sc_hd__a31oi_1        0.10
## power by group
part / switching, mW / total, mW / internal [mW]
combinational: 0.598 / 1.05 / 0.451
sequential: 0.0354 / 0.550 / 0.514
clock: 0.198 / 0.411 / 0.213
total: 0.832 / 2.01 / 1.18
## through the flow
| stage | worst slack [ns] | cells | area, um2 | setup TNS [ns] | utilization [%] |
|---|---|---|---|---|---|
| after CTS | 0.0215 | 1200 | 8310 | 0 | 45.6 |
| after global routing | -0.0143 | 1206 | 8500 | -0.0234 | 46.7 |
| after global placement | 0.0696 | 1191 | 8140 | 0 | 44.7 |
| after detailed placement | -0.0282 | 1191 | 8140 | -0.0282 | 44.7 |
| after floorplan | 0.246 | 949 | 7530 | 0 | - |
| final | 0.171 | 1206 | 8500 | 0 | 46.7 |
## cell usage in the layout (no fill, tap or decap), types with 17 or more instances in the layout
cell type,instances
sky130_fd_sc_hd__ha_1,61
sky130_fd_sc_hd__xnor2_1,45
sky130_fd_sc_hd__and2_1,25
sky130_fd_sc_hd__nor3_1,17
sky130_fd_sc_hd__nand2b_1,19
sky130_fd_sc_hd__mux2i_1,28
sky130_fd_sc_hd__nand2_1,70
sky130_fd_sc_hd__fa_1,22
sky130_fd_sc_hd__clkdlybuf4s50_1,38
sky130_fd_sc_hd__inv_1,69
sky130_fd_sc_hd__dfxtp_1,22
sky130_fd_sc_hd__o21ai_0,58
sky130_fd_sc_hd__nand3_1,21
sky130_fd_sc_hd__edfxtp_1,28
sky130_fd_sc_hd__nor2_1,103
sky130_fd_sc_hd__a21oi_1,48
sky130_fd_sc_hd__buf_4,42
## metal layers
layer  vias up  global-route usage (%)  share of wire, %
li1       3366                       -                 -
met4         4                    4.04               1.9
met1      3375                    41.9                46
met5         -                       0              0.10
met2       345                    40.1                43
met3        40                    5.49               9.3
## path summary, 6_finish.rpt
path                  startpoint    endpoint  slack, ns
setup / recovery  AU_out_tmp2[4]      RES[8]       0.17
hold / removal        CMD_tmp[3]  CMD_tmp[3]       0.46
setup reg to reg  AU_out_tmp2[4]      RES[8]       0.17
hold reg to reg       CMD_tmp[3]  CMD_tmp[3]       0.46
## timing repair
action	4_1_cts	5_1_grt
endpoints found under the setup margin	1	4
setup buffers	1	6
gates resized	1	39
hold buffers	0	0
pin swaps	1	35
Power and IR drop assume default switching activity.
